`design/flow/constraint.sdc`:
```
current_design alu_top

set clk_period 1.0
set clk_io_pct 0.2

create_clock -name clk0 -period $clk_period [get_ports {clk}]

set non_clock_inputs [all_inputs -no_clocks]
set_input_delay [expr $clk_period * $clk_io_pct] -clock clk0 $non_clock_inputs
set_output_delay [expr $clk_period * $clk_io_pct] -clock clk0 [all_outputs]
```
`design/flow/run.sh`:
```
#!/bin/bash
# OpenROAD 26Q1-2900-gdf79404cd8, Yosys 0.63+post, stock flow scripts
make -C /OpenROAD-flow-scripts/flow DESIGN_CONFIG=/design/flow/config.mk WORK_HOME=/design/flow/orfs finish
```
`design/flow/config.mk`:
```
export PLATFORM = sky130hd
export DESIGN_NAME = alu_top
export DESIGN_NICKNAME = alu_top
export VERILOG_FILES = /design/flow/design.v
export SDC_FILE = /design/flow/constraint.sdc
export NUM_CORES = 4
export LEC_CHECK = 1
export CORE_AREA = 10 10 113 113
export DIE_AREA = 0 0 123 123
```
`design/flow/design.v`:
```
module alu  
#(parameter N=4)  
(
	input logic[N-1:0] operand1, operand2,
	input logic[3:0] operation,
	output logic[(2*N)-1:0] alu_out
);
	always@(operand1 or operand2 or operation) 
	begin
		case (operation)
			4'b0000: alu_out = operand1 + operand2;
			4'b0001: alu_out = operand1 - operand2;
			4'b0010: alu_out = operand1 * operand2;
			4'b0011: alu_out = operand1 / operand2;
			4'b0100: alu_out = operand1 % operand2;
			4'b0101: alu_out = operand1 & operand2;
			4'b0110: alu_out = operand1 | operand2;
			4'b0111: alu_out = operand1 ^ operand2;
			4'b1000: alu_out = operand1 && operand2;
			4'b1001: alu_out = operand1 || operand2;
			4'b1010: alu_out = operand1 << 1;
			4'b1011: alu_out = operand1 >> 1;
			4'b1100: alu_out = operand1 == operand2;
			4'b1101: alu_out = operand1 != operand2;
			4'b1110: alu_out = operand1 < operand2;
			4'b1111: alu_out = operand1 > operand2;
			default: alu_out = 4'bxxxx;
	endcase
	end
endmodule: alu
module alu_top  
#(parameter N=4)  
(  	input logic clk, reset,
   	input logic[N-1:0]operand1, operand2,
   	input logic[3:0] select,
   	output logic[(2*N)-1:0] result
);
  	logic[(2*N)-1:0] alu_out; 
	alu #(.N(N)) alu_instance (
		.operand1,
		.operand2,
		.operation(select),
		.alu_out
	);
  	always@(posedge clk or posedge reset) begin
		if(reset == 1) begin
	  		result <= 0;
		end
		else begin
			result <= alu_out;
		end
 	end
endmodule: alu_top  
```
==> run notes <==
flow finished, numbers: first-pass iteration count of the detailed router 4, critical path arrival 8.10 ns, CTS sink count 8, Worst Hold Class in -> async, Die W 123 um, Worst Setup End Kind flip-flop, clock-pin slew on the worst setup and hold paths 0.04 ns, overall power 5.70 mW, worst path required time 1.10 ns, Via Count 3521, vias in the first global route 3513, # DRC 0, FP Rows 37, max cap viols 0, antenna diode count 0, Crit Path Max Fanout 6, Synth Seq Share 6.41%, largest stage delay on the critical path 0.53 ns, Num CTS Buffers 3, Largest regs result: 8 flops, most used cell, CP o21a_1, commonest register cell after synthesis dfrtp_1, Power Internal 3.29 mW, final setup fails 8, initial drt markers 160, synth unique cells 71, Post-CTS Hold Fix Bufs 0, Fin. Hold Viols 0, total die area 15100 sq um, most flop-heavy register result, CTS tree done, clk root buf clkbuf_8, Net Switching 2.42 mW, H-tree levels 1, GR Util All Layers 13.6%, routed wire length 10000 um, failing checks setup timing, Pins Over Slew Limit 0, Comb power frac 86.6%, Core ar. 10300 sq um, ys cells 409, CP max-delay cell or4_4, status finished, violations left, Worst VDD drop 713 uV, final worst path period need 8.00 ns, Detail Route Antenna Nets 0, Die H 123 um, Port Buf Inserts 21, Worst setup SP type input pin, unrepaired setup endpoints after global routing true, final worst path period share 800%, Clock Path Buffers 2, largest net degree at the start of global routing 14, synthesis-to-layout area growth 58.1%, Lkg Pwr 2.32 nW, floorplan utilization 30.3%, Log Warnings 40, Remaining Overflow, GRT 0, fraction of layout cells with a size suffix above 1 39.3%, Top area cell types ha_1 (21%), dfrtp_1 (6.4%), a21oi_1 (5.4%), nor2_1 (5.3%), fa_1 (4.5%), critical path class in -> reg, Avg Synthesized Cell Area 7.64 sq um, clock power share 6.5%, Power Density 1160 nW/um^2, antenna violations before repair 0, FFs w/ async S/R, synth 100%, Filler cells 956, Post-Syn Area 3120 sq um, hpwl dp 8340 um, sw frac 42.4%, yosys warns 2, GPL Wtd Cong 0.945, via density per instance 4.93, Fmax 125 MHz, WHS 0.221 ns, Post-Syn Instances 409, max reg flops 8, IO Pins 22, yosys stat area 3120 sq um, first-pass GRT wire length 16900 um, sequential fraction of design power 6.9%, WL per Instance 14.0 um, cell type with the largest total area ha_1, Seq cells post-synth 8, Final Worst Setup Slack -7.00 ns, Dominant cell area share 21.2%, count of library flops with an enable pin 0
synth_stat cells (7+ instances only):
library cell,n
a21oi_1,34
clkbuf_1,10
dfrtp_1,8
fa_1,7
ha_1,53
inv_1,30
mux2_2,7
mux2i_1,7
nand2_1,24
nand2b_1,8
nor2_1,44
nor2b_1,8
nor3_1,19
o21a_1,11
o21ai_0,19
xnor2_1,11
xor2_1,9
worst max-delay path: cells and delay by family:
kind / cells / cell delay [ns]
and+or+nand+nor: 14 / 2.49
buffers and inverters: 3 / 0.68
muxes: 3 / 0.88
adders and majority gates: 4 / 1.12
AOI/OAI and AO/OA: 15 / 2.73
per-layer routing:
layer | track usage (%) | wire, um
met5 | 0 | 0
met4 | 2.98 | 257
met3 | 0.833 | 332
met2 | 23.4 | 4670
met1 | 18.5 | 4760
power by group through the flow:
stage / Clock [mW] / Sequential, mW / Combinational (mW)
4_1_cts: 0.382 / 0.397 / 4.75
6_report: 0.370 / 0.396 / 4.94
5_1_grt: 0.397 / 0.401 / 5.46
layout by cell type (no fill, tap or decap), types with 9 or more instances in the layout:
| cell | count |
|---|---|
| nor2_1 | 38 |
| xnor2_1 | 11 |
| xor2_1 | 9 |
| a21oi_1 | 29 |
| nand2_1 | 21 |
| ha_1 | 44 |
| inv_1 | 27 |
| clkdlybuf4s50_1 | 10 |
| o21ai_0 | 13 |
| o21a_1 | 11 |
| nor3_1 | 18 |
| buf_4 | 149 |
kinds of logic after synthesis:
family	after synthesis	share of synthesized area [%]
adder cells (fa/ha/maj)	61	26.0
buffers and inverters	41	5.17
AND/OR/NAND/NOR	146	25.5
multiplexers	15	5.25
XOR/XNOR	20	5.61
other	1	0.120
flip-flops	8	6.41
AND-OR/OR-AND	117	25.9
stage by stage:
| step | instance area, sq um | worst slack (ns) | utilization (%) | instances | setup TNS (ns) |
|---|---|---|---|---|---|
| 3_3_place_gp | 4690 | -7.51 | 45.4 | 696 | -59.60 |
| 2_1_floorplan | 3310 | -7.36 | - | 412 | -58.19 |
| 6_report | 4940 | -7.00 | 47.8 | 714 | -55.38 |
| 4_1_cts | 4840 | -7.10 | 46.9 | 711 | -56.32 |
| 5_1_grt | 4940 | -7.42 | 47.8 | 714 | -58.83 |
| 3_5_place_dp | 4690 | -7.68 | 45.4 | 696 | -60.92 |
worst paths after layout:
kind	startpoint	end	slack, ns	cells past startpoint
setup / recovery	operand2[3]	result[1]	-7.00	39
hold / removal	reset	result[2]	0.22	2
max in group asynchronous	reset	result[1]	0.55	2
min in group clk0	operand2[2]	result[6]	0.71	6
timing repair:
action / in CTS / in global routing
gates cloned: 1 / 0
pin swaps: 7 / 28
resized: 25 / 26
setup endpoints to repair: 16 / 8
setup buffers: 11 / 3
endpoints found under the hold margin: 0 / 0
cell type report:
cell class,count,area [sq um],share of cell area (%)
Tap cell,136,170,3.45
Inverter,30,124,2.51
Multi-Input combinational cell,364,3030,61.5
Timing Repair Buffer,173,1370,27.7
Sequential cell,8,200,4.06
Clock buffer,3,41.3,0.837
No activity file was given, so power comes from the tool's default toggle rates.
