--- flow/config.mk ---
export PLATFORM = sky130hd
export DESIGN_NAME = uart_tx
export DESIGN_NICKNAME = uart_tx
export VERILOG_FILES = /design/flow/design.v
export SDC_FILE = /design/flow/constraint.sdc
export NUM_CORES = 4
export LEC_CHECK = 1
export CORE_AREA = 10 10 90 90
export DIE_AREA = 0 0 100 100
--- flow/constraint.sdc ---
current_design uart_tx

set clk_period 1.6
set clk_io_pct 0.2

create_clock -name clk0 -period $clk_period [get_ports {clk}]

set non_clock_inputs [all_inputs -no_clocks]
set_input_delay [expr $clk_period * $clk_io_pct] -clock clk0 $non_clock_inputs
set_output_delay [expr $clk_period * $clk_io_pct] -clock clk0 [all_outputs]
--- flow/design.v ---
module uart_tx #(parameter NUM_CLKS_PER_BIT=16) (
	input logic clk, rstn,  
	input logic[7:0] din,  
	input logic start,  
	output logic done, 
	output logic tx);  
	logic [$clog2(NUM_CLKS_PER_BIT)-1:0] count;
	enum logic[2:0]{
		TX_IDLE       = 3'b000,
		TX_START_BIT  = 3'b001,
		TX_DATA_BIT   = 3'b010,
		TX_STOP_BIT   = 3'b011,
		TX_CLEANUP    = 3'b100
	} state;
	logic [2:0] bit_index;
	always_ff@(posedge clk) begin
		if(!rstn) begin
			count <= 0;
			state <= TX_IDLE;
			bit_index <= 0;
			tx <= 1'bz;  
			done <= 0;
		end
		else begin
			case(state)
				TX_IDLE: begin
					count <= 0;
					tx <= 1;
					done <= 0;
					bit_index <= 0;
					if(rstn==1 && start == 1) state <= TX_START_BIT;
					else state<= TX_IDLE;
				end
				TX_START_BIT: begin
					tx<=0;  
					done <= 0;
					bit_index <= 0;
					if(count == (NUM_CLKS_PER_BIT-1)) begin
						state <= TX_DATA_BIT;
						count <= 0;
					end else begin
						state <= TX_START_BIT;
						count <= count + 1;
					end
				end
				TX_DATA_BIT: begin
					tx <= din[bit_index];
					done <= 0;
					if(count == (NUM_CLKS_PER_BIT-1)) begin
						count <= 0;
						if(bit_index == 7) begin
							bit_index <= 0;
							state <= TX_STOP_BIT;
						end
						else begin
							bit_index <= bit_index + 1;
							state <= TX_DATA_BIT;
						end
					end
					else begin 
						state <= TX_DATA_BIT; 
						count <= count + 1;
					end
				end
				TX_STOP_BIT: begin
					tx <= 1;
					bit_index <= 0;
					if(count == (NUM_CLKS_PER_BIT-1)) begin
						state <= TX_CLEANUP;
						count <= 0;
						done <= 1;
					end
					else begin
						state <= TX_STOP_BIT;
						count <= count + 1;
					end
				end
				TX_CLEANUP: begin
					done <= 1;
					state <= TX_IDLE;                
				end
				default: begin
					done <= 0;
					state <= TX_IDLE;
					tx <= 0;        
				end
			endcase
		end
	end
endmodule: uart_tx
--- flow/run.sh ---
#!/bin/bash
# OpenROAD 26Q1-2900-gdf79404cd8, Yosys 0.63+post, stock flow scripts
make -C /OpenROAD-flow-scripts/flow DESIGN_CONFIG=/design/flow/config.mk WORK_HOME=/design/flow/orfs finish
==> run summary <==
status: finished, final reports clean
worst hold path type: reg2reg
core area: 6280 um2
clk latency of the worst-skew pair: 0.24 ns
ant diodes: 0
register area share after synthesis: 41.6%
Post-Route WL: 1.36 mm
Die Width: 100 um
synthesized area: 698 um2
fillers: 709
crit end category: flop
io pins: 13
Tool Warnings: 25
post-synthesis async set-or-reset flop share: 0%
tally of non-filler cells in the final layout: 161
Setup violations, final: 0
R2R setup slack: 0.17 ns
CTS Root Cell: clkbuf_8
area delta synth->final: 37.6%
Worst Reg2Reg Path Length in Cells: 5
Final Cell Area: 961 um2
Row Count: 29
H-tree Lvls: 1
total grt overflow: 0
global-route wire length before repair: 2.43 mm
Startpoint Class: flop
vias in the first global route: 552
P per Cell Area: 810 nW/um2
largest net degree at the start of global routing: 15
area of placed instances: 906 um2
gr usage total: 2.80%
number of port buffers: 12
Final Max-Slew Violation Tally: 0
max_cap viols: 0
Setup Fix Bufs, Post-CTS: 0
total power: 778 uW
clk sink count: 14
Comb area: 399 um2
ys flops: 14
gpl congestion: 0.750
fp_density: 11.1%
ys cells: 70
FF/Latch Area: 290 um2
clk_skew: 0.00295 ns
Post-CTS Hold Buffers: 0
Max-area cell share: 37.3%
Worst EP required: 1.73 ns
Pleak: 0.000324 uW
Residual DRC: 0
gate count of the mapped netlist: 70
Max FO, Critical Path: 5
Placed Cells incl. Taps: 157
1st-iter DRT viols: 20
largest area contributor in the netlist: dfxtp_1
YS warnings: 2
layout cell share with drive strength beyond 1: 14.3%
flip-flops with a built-in enable: 1
Resized Gates After CTS: 0
DR vias/cell: 3.45
Yosys cell types: 30
Slew headroom: 73.6%
Max IR drop VDD: 0.331 mV
Final period util: 89.4%
Die H: 100 um
drt pass-1 iters: 4
max frequency: 699 MHz
CTS buffer count: 3
Fin. Hold Viols: 0
worst hold path depth: 1
antenna violations before repair: 0
Worst-path clk slew: 0.06 ns
Largest cells by area: dfxtp_1 37%, nor2b_1 7.2%, a22oi_1 6.5%, ha_1 5.4%, edfxtp_1 4.3%
RSZ-0062 raised after global routing: no
antenna-violating nets left: 0
most used flip-flop cell: dfxtp_1
fin crit period: 1.43 ns
YS chip area: 698 um2
routed len/inst: 8.47 um
CTS tree: built
post-detail-place hpwl: 1.06 mm
total number of vias: 555
Max Buffers Root-to-Sink: 2
worst-margin pin slew: 0.394 ns
critical path class: reg2reg
Worst Path Arrival: 1.57 ns
Mean Syn Cell Area: 9.97 um2
die area: 10000 um2
## area by class of cell
cell class              count  share of cell area (%)
multi-input cells          54                    41.5
flip-flops and latches     14                    30.2
repair buffers             12                    12.5
well taps                  77                    10.0
clock buffers               4                    5.73
## where the power goes
| part | internal (uW) | total [uW] | switching [uW] | leakage (uW) |
|---|---|---|---|---|
| sequential | 361 | 370 | 8.97 | 0.000115 |
| clock | 218 | 341 | 124 | 0.0000288 |
| combinational | 45.9 | 67.3 | 21.4 | 0.000180 |
## synth_stat cells, drive strengths merged, types with 2 or more instances
cell / count
ha: 3
nand2: 5
a22oi: 6
nor2: 3
and3: 3
nand3b: 3
nand3: 3
or3: 2
a21boi: 3
dfxtp: 13
o21ai: 5
nor2b: 8
## kinds of logic (layout without fill, tap and decap cells)
| kind of cell | after synthesis | in the layout | share of synthesized area, % |
|---|---|---|---|
| AND-OR/OR-AND | 17 | 17 | 16.5 |
| flip-flops | 14 | 14 | 41.6 |
| AND/OR/NAND/NOR | 31 | 31 | 29.0 |
| buffers and inverters | 2 | 16 | 1.25 |
| multiplexers | 3 | 3 | 6.27 |
| adder cells (fa/ha/maj) | 3 | 3 | 5.38 |
## through the flow
stage | setup TNS [ns] | utilization, % | worst slack, ns | hold slack (ns)
2_1_floorplan | 0 | - | 0.236 | 0.433
3_3_place_gp | -0.0397 | 14.4 | -0.0397 | 0.471
3_5_place_dp | -0.0528 | 14.4 | -0.0528 | 0.468
4_1_cts | 0 | 15.3 | 0.171 | 0.484
5_1_grt | 0 | 15.3 | 0.0149 | 0.523
6_report | 0 | 15.3 | 0.169 | 0.477
## cell usage in the layout, fill, tap and decap left out
master           instances
ha_1                     3
nor2_1                   3
mux2_2                   1
clkbuf_8                 4
mux2i_1                  1
and3_2                   1
or3_4                    1
dfxtp_1                 13
clkdlybuf4s50_1         12
nor4_4                   1
a21boi_1                 1
a21oi_1                  1
nand2_2                  1
mux4_2                   1
o21ai_1                  1
o311ai_0                 1
nand3b_1                 3
a22oi_1                  6
and2_1                   1
or3_1                    1
o21ai_0                  4
nand3_1                  3
nand2_1                  4
nor2b_1                  8
a21boi_0                 2
and4b_2                  1
a21o_2                   1
edfxtp_1                 1
and3_1                   2
nand2b_1                 1
## per-layer routing
| metal | vias to the layer above | wire [um] | global-route usage (%) | share of wire, % |
|---|---|---|---|---|
| met5 | - | 0 | 0 | 0 |
| met4 | 0 | 62 | 1.20 | 4.5 |
| met3 | 4 | 58 | 0.694 | 4.3 |
| met2 | 11 | 649 | 4.73 | 48 |
| met1 | 255 | 593 | 3.31 | 43 |
| li1 | 285 | - | - | - |
## sequential cells by signal, summed over array words and instances, names as in the netlist
name and count:
bit_index 3, count 4, done 1, tx 1, state 5
## worst max-delay path, stage by stage (launching register included)
cell	delay, ns
dfxtp_1	0.37
ha_1	0.22
nand3_1	0.20
a21o_2	0.28
a22oi_1	0.19
nor2b_1	0.07
## path summary, 6_finish.rpt
| kind | from | endpoint |
|---|---|---|
| max | count[0] | bit_index[2] |
| max reg2reg | count[0] | bit_index[2] |
| min reg2reg | state[1] | state[0] |
| min | state[1] | state[0] |
Power is estimated from default activity; no workload was simulated.
