<file path="run.sh">
#!/bin/bash
# OpenROAD 26Q1-2900-gdf79404cd8, Yosys 0.63+post, stock flow scripts
make -C /OpenROAD-flow-scripts/flow DESIGN_CONFIG=/design/flow/config.mk WORK_HOME=/design/flow/orfs finish
</file>
<file path="config.mk">
export PLATFORM = sky130hd
export DESIGN_NAME = uart_rx
export DESIGN_NICKNAME = uart_rx
export VERILOG_FILES = /design/flow/design.v
export SDC_FILE = /design/flow/constraint.sdc
export NUM_CORES = 4
export LEC_CHECK = 1
export CORE_UTILIZATION = 30
</file>
<file path="constraint.sdc">
current_design uart_rx

set clk_period 2.6
set clk_io_pct 0.2

create_clock -name clk0 -period $clk_period [get_ports {clk}]

set non_clock_inputs [all_inputs -no_clocks]
set_input_delay [expr $clk_period * $clk_io_pct] -clock clk0 $non_clock_inputs
set_output_delay [expr $clk_period * $clk_io_pct] -clock clk0 [all_outputs]
</file>
<file path="design.v">
module uart_rx #(parameter NUM_CLKS_PER_BIT=16) (
	input logic clk, rstn,  
	input logic rx,  
	output logic done,  
	output logic [7:0] dout);  
	logic [$clog2(NUM_CLKS_PER_BIT)-1:0] count;
	enum logic[3:0]{
		RX_IDLE       = 4'b0000,
		RX_START_BIT  = 4'b0001,
		RX_DATA_BIT0  = 4'b0010,
		RX_DATA_BIT1  = 4'b0011,
		RX_DATA_BIT2  = 4'b0100,
		RX_DATA_BIT3  = 4'b0101,
		RX_DATA_BIT4  = 4'b0110,
		RX_DATA_BIT5  = 4'b0111,
		RX_DATA_BIT6  = 4'b1000,
		RX_DATA_BIT7  = 4'b1001,
		RX_STOP_BIT   = 4'b1010
	} state;
	always_ff@(posedge clk) begin
		if(!rstn) begin
			done <= 0;
			count <= 0;
			dout <= 0;
			state <= RX_IDLE;
		end
		else begin
			case(state)
				RX_IDLE: begin
					done <= 0;
					count <= 0;
					dout <= 0;
					if(rx == 0) state <= RX_START_BIT;
					else state <= RX_IDLE;
				end
				RX_START_BIT: begin
					if(rx == 0 && count == ((NUM_CLKS_PER_BIT-1)/2)) begin
						done <= 0;
						state <= RX_DATA_BIT0;
						count <= 0;
						dout <= 0;
					end 
					else begin
						count <= count + 1;
					end
				end
				RX_DATA_BIT0: begin
					if (count == NUM_CLKS_PER_BIT - 1) begin
						count <= 0;
						dout[0] <= rx;
						state <= RX_DATA_BIT1;
					end
					else begin
						state <= RX_DATA_BIT0;
						count <= count + 1;
					end
				end
				RX_DATA_BIT1: begin
					if (count == NUM_CLKS_PER_BIT - 1) begin
						count <= 0;
						dout[1] <= rx;
						state <= RX_DATA_BIT2;
					end
					else begin
						state <= RX_DATA_BIT1;
						count <= count + 1;
					end
				end
				RX_DATA_BIT2: begin
					if (count == NUM_CLKS_PER_BIT - 1) begin
						count <= 0;
						dout[2] <= rx;
						state <= RX_DATA_BIT3;
					end
					else begin
						state <= RX_DATA_BIT2;
						count <= count + 1;
					end
				end
				RX_DATA_BIT3: begin
					if (count == NUM_CLKS_PER_BIT - 1) begin
						count <= 0;
						dout[3] <= rx;
						state <= RX_DATA_BIT4;
					end
					else begin
						state <= RX_DATA_BIT3;
						count <= count + 1;
					end
				end
				RX_DATA_BIT4: begin
					if (count == NUM_CLKS_PER_BIT - 1) begin
						count <= 0;
						dout[4] <= rx;
						state <= RX_DATA_BIT5;
					end
					else begin
						state <= RX_DATA_BIT4;
						count <= count + 1;
					end
				end
				RX_DATA_BIT5: begin
					if (count == NUM_CLKS_PER_BIT - 1) begin
						count <= 0;
						dout[5] <= rx;
						state <= RX_DATA_BIT6;
					end
					else begin
						state <= RX_DATA_BIT5;
						count <= count + 1;
					end
				end
				RX_DATA_BIT6: begin
					if (count == NUM_CLKS_PER_BIT - 1) begin
						count <= 0;
						dout[6] <= rx;
						state <= RX_DATA_BIT7;
					end
					else begin
						state <= RX_DATA_BIT6;
						count <= count + 1;
					end
				end
				RX_DATA_BIT7: begin
					if (count == NUM_CLKS_PER_BIT - 1) begin
						count <= 0;
						dout[7] <= rx;
						state <= RX_STOP_BIT;
					end
					else begin
						state <= RX_DATA_BIT7;
						count <= count + 1;
					end
				end
				RX_STOP_BIT: begin
					if(rx == 1 && count == NUM_CLKS_PER_BIT - 1) begin
						done <= 1;
						count <= 0;
						state <= RX_IDLE;
					end 
					else begin
						state <= RX_STOP_BIT;
						count <= count + 1;
					end
				end
				default: state <= RX_IDLE;
			endcase
		end
	end
endmodule: uart_rx
</file>
==> out/results.txt <==
Status = finished clean
Comb pwr share = 0.061
Chip area = 0.00400 mm2
Max VDD drop = 0.170 mV
Area Growth Syn to Fin = 18.1%
# Max-Cap Violations = 0
Vias per cell = 5.00
GRT Total Usage = 0.122
Setup crit end = dout[3]
Vias = 975
Unrepaired setup endpoints after global routing = no
Top cells by area = dfxtp_1 (43%), o21ai_0 (8.0%), nand2_1 (7.0%)
Routed WL = 2.25 mm
Rel. slew slack = 0.626
Clock Skews = 0.00533 ns
CP max stage cell = and3_1
Port Buf Inserts = 11
Clock Path Buffers = 2
Yosys stat chip area = 0.00113 mm2
Fp util = 0.325
Fmax = 0.556 GHz
Layout cells sized above 1 = 0.0671
Internal Power = 0.524 mW
# IOs = 12
Final Hold Fails = 0
Worst hold margin = 0.482 ns
Pwr dens = 500 mW/mm2
Leak pwr = 0.472 nW
Slew Limit Fails = 0
Synth Seq Share = 0.427
Switch share = 0.212
Fill cell count = 362
Worst hold path class = reg -> reg
Post-Syn Area = 0.00113 mm2
Post-synth EDFFs = 0
H-Tree Depth = 1
Detail Route Antenna Nets = 0
Data required, critical path = 2.79 ns
Area share, top type = 0.427
Most numerous logic cell after layout = dfxtp_1
Final setup fails = 0
Core Rows = 21
Delay of the slowest critical-path stage = 0.43 ns
Mapped Cells = 139
Post-CTS Resized = 0
Worst R2R Setup Slack = 0.80 ns
Area leader, netlist = dfxtp_1
CTS Buf Count = 3
ANT cells = 0
Worst reg2reg path endpoint = dout[3]
Die height = 63.3 um
Tool warnings = 25
Crit-path cells = ha_1 > and3_1 > nand2_1 > nor2_4 > o21ai_0 > a21boi_1
Commonest flop = dfxtp_1
Worst setup SP type = flip-flop
Sequential share of power = 0.566
CTS tree = yes
Worst setup path start = count[0]
Clock Pin Slew Worst Setup and Hold Paths = 0.08 ns
Die Width = 63.3 um
Cell Type Count = 28
Most frequent logic cells in the routed design = dfxtp_1 (24), nand2_1 (21), o21ai_0 (18), nor2_1 (13), clkdlybuf4s50_1 (11)
#FFs+latches synth = 24
Endpoint type of the worst setup path = flip-flop
Late-Pin Clk Latency = 0.26 ns
Async set or reset register ratio after synthesis = 0
Hold Crit Start = count[1]
Switching power = 0.141 mW
Post-CTS Hold Fix Bufs = 0
Post-layout min period = 1.80 ns
Core ar. = 0.00347 mm2
Total power = 0.666 mW
Register Area = 480 um2
Yosys cell count = 139
Crit path max fanout = 11
Worst-margin pin slew = 0.560 ns
Largest net degree at the start of global routing = 17
Fin Setup TNS = 0 ns
Drc violations = 0
Logic area = 616 um2
Post-CTS Setup Inserts = 0
First-pass GRT wire length = 3.93 mm
Routed WL per cell = 11.6 um
R2R Path Start = count[0]
Final period utilization = 0.691
Kind of critical path = reg -> reg
RePlAce Congestion = 0.828
Clk sink count = 24
Syn avg cell area = 8.10 um2
Clock share of power = 0.373
GRT Residual Overflow = 0
DP HPWL = 1.54 mm
DRT Pass-1 Iters = 4
Yosys warning count = 1
Vias in the first global route = 879
Number of DRC markers in iteration 0 = 58
FF-to-FF path depth = 6
Arr. time, crit path = 1.99 ns
Initial antenna violation count = 0
Root buffer cell = clkbuf_8
==> flip-flops by register name, summed over array words and instances, names as in the netlist <==
| signal | count |
|---|---|
| state | 11 |
| dout | 8 |
| count | 4 |
| done | 1 |
==> synthesized netlist by cell type (2+ instances only) <==
library cell,number
clkbuf_1,5
nor2_1,13
a21boi_0,7
nand2_1,21
nor2b_1,2
nand3_1,5
a21boi_1,9
nor4_2,2
and2_1,8
o21ai_1,3
nand3b_1,2
o21ai_0,18
a21oi_1,6
dfxtp_1,24
==> cell families after synthesis <==
| logic type | after synthesis | share of synthesized area |
|---|---|---|
| adders and majority gates | 1 | 0.0111 |
| buffers and inverters | 7 | 0.0267 |
| muxes | 1 | 0.00889 |
| and+or+nand+nor | 58 | 0.260 |
| AOI/OAI and AO/OA | 48 | 0.267 |
| DFF | 24 | 0.427 |
==> power groups by stage <==
stage                 sequential, mW  clock, mW  combinational [mW]
final                          0.377      0.248              0.0405
after global routing           0.378      0.273              0.0459
after CTS                      0.377      0.257              0.0401
==> metal layers <==
layer | up-vias | GRT usage | wire [um] | share of wire
met3 | 2 | 0.0110 | 45 | 0.020
met4 | 0 | 0.0227 | 27 | 0.012
met1 | 457 | 0.188 | 1170 | 0.52
li1 | 501 | - | - | -
met2 | 15 | 0.191 | 1010 | 0.45
met5 | - | 0 | 0 | 0
==> worst min-delay path by stage <==
stage | end | depth (start not counted)
6_report | count[1] | 2
5_1_grt | dout[5] | 2
4_1_cts | count[1] | 2
==> worst max-delay path: cells and delay by family, from the launching register on <==
kind | cells | cell delay [ns]
flops | 1 | 0.38
compound gates | 2 | 0.27
simple gates | 3 | 0.85
fa+ha+maj | 1 | 0.25
==> through the flow <==
stage / setup slack [ns] / cells / utilization / cell area [um2]
floorplan: 1.16 / 139 / - / 1130
global placement: 0.588 / 191 / 0.368 / 1270
detailed placement: 0.554 / 191 / 0.368 / 1270
CTS: 0.817 / 195 / 0.383 / 1330
global route: 0.635 / 195 / 0.383 / 1330
finish: 0.803 / 195 / 0.383 / 1330
==> final cells by class <==
| type | count | share of cell area |
|---|---|---|
| Inverter | 1 | 0.00282 |
| Sequential cell | 24 | 0.361 |
| Multi-Input combinational cell | 108 | 0.463 |
| Tap cell | 46 | 0.0433 |
| Clock buffer | 4 | 0.0414 |
| Timing Repair Buffer | 12 | 0.0884 |
No activity file was given, so power comes from the tool's default toggle rates.
